### ./constraint.sdc
current_design password_wr

set clk_period 3.1
set clk_io_pct 0.2

create_clock -name clk0 -period $clk_period [get_ports {MAX10_CLK1_50}]

set non_clock_inputs [all_inputs -no_clocks]
set_input_delay [expr $clk_period * $clk_io_pct] -clock clk0 $non_clock_inputs
set_output_delay [expr $clk_period * $clk_io_pct] -clock clk0 [all_outputs]
### ./run.sh
#!/bin/bash
# OpenROAD 26Q1-2900-gdf79404cd8, Yosys 0.63+post, stock flow scripts
make -C /OpenROAD-flow-scripts/flow DESIGN_CONFIG=/design/flow/config.mk WORK_HOME=/design/flow/orfs finish
### ./design.v
module BCD_module (
	input  [3:0] bcd_in,
	output reg [6:0] bcd_out
);
	always @(*) 
		begin
			case (bcd_in)
				4'b0000:bcd_out = ~7'b1111110;
				4'b0001:bcd_out = ~7'b0110000;
				4'b0010:bcd_out = ~7'b1101101;
				4'b0011:bcd_out = ~7'b1111001;
				4'b0100:bcd_out = ~7'b0110011;
				4'b0101:bcd_out = ~7'b1011011;
				4'b0110:bcd_out = ~7'b1011111;
				4'b0111:bcd_out = ~7'b1110000;
				4'b1000:bcd_out = ~7'b1111111;
				4'b1001:bcd_out = ~7'b1111011;
				default:bcd_out = ~7'b0000000;
			endcase
		end
endmodule
module password (
    input clk,
    input rst,
    input load,
    input [3:0] SW,
    output reg [6:0] HEX0,
    output reg [6:0] HEX1,
    output reg [6:0] HEX2,
    output reg [6:0] HEX3
);
    parameter [15:0] password = 16'h1234;
    parameter IDLE = 3'd0,
              S1   = 3'd1,
              S2   = 3'd2,
              S3   = 3'd3,
              GOOD = 3'd4,
              BAD  = 3'd5;
    reg [2:0] state, next_state;
    reg load_sync0, load_sync1;
    wire load_pulse;
    wire [6:0] bcd_out;
    BCD_module bcd_inst (
        .bcd_in(SW),
        .bcd_out(bcd_out)
    );
    always @(posedge clk)
		 begin
			  load_sync0 <= load;
			  load_sync1 <= load_sync0;
		 end
    assign load_pulse = load_sync0 & ~load_sync1;
    always @(posedge clk or posedge rst)
		 begin
			  if (rst)
					state <= IDLE;
			  else
					state <= next_state;
		 end
    always @(*)
		 begin
			  next_state = state;
			  case (state)
					IDLE:
						 if (load_pulse)
							  if (SW == password[15:12])
									next_state = S1;
							  else
									next_state = BAD;
					S1:
						 if (load_pulse)
							  if (SW == password[11:8])
									next_state = S2;
							  else
									next_state = BAD;
					S2:
						 if (load_pulse)
							  if (SW == password[7:4])
									next_state = S3;
							  else
									next_state = BAD;
					S3:
						 if (load_pulse)
							  if (SW == password[3:0])
									next_state = GOOD;
							  else
									next_state = BAD;
					GOOD:
						 next_state = GOOD;
					BAD:
						 next_state = BAD;
			  endcase
		 end
    always @(*)
		 begin
			  HEX0 = 7'b1111111;
			  HEX1 = 7'b1111111;
			  HEX2 = 7'b1111111;
			  HEX3 = 7'b1111111;
			  case (state)
					IDLE, S1, S2, S3:
						 HEX0 = bcd_out;
					GOOD:
					begin
						 HEX3 = ~7'b0111101;  
						 HEX2 = ~7'b1111110;  
						 HEX1 = ~7'b1111110;  
						 HEX0 = ~7'b0111101;  
					end
					BAD:
					begin
						 HEX3 = ~7'b0011111;  
						 HEX2 = ~7'b1110111;  
						 HEX1 = ~7'b0111101;  
						 HEX0 = 7'b1111111;  
					end
			  endcase
		 end
endmodule
module password_wr (
    input MAX10_CLK1_50,
    input [9:0] SW,
    input [1:0] KEY,
    output [0:6] HEX0,
    output [0:6] HEX1,
    output [0:6] HEX2,
    output [0:6] HEX3
);
    password dut (
        .clk(MAX10_CLK1_50),
        .rst(~KEY[0]),
        .load(~KEY[1]),
        .SW(SW[3:0]),
        .HEX0(HEX0),
        .HEX1(HEX1),
        .HEX2(HEX2),
        .HEX3(HEX3)
    );
endmodule
### ./config.mk
export PLATFORM = sky130hd
export DESIGN_NAME = password_wr
export DESIGN_NICKNAME = password_wr
export VERILOG_FILES = /design/flow/design.v
export SDC_FILE = /design/flow/constraint.sdc
export NUM_CORES = 4
export LEC_CHECK = 1
export CORE_AREA = 10 10 70 70
export DIE_AREA = 0 0 80 80
==> results.sh <==
# flow metrics
export IMPL_outcome="finished clean"
export IMPL_grt_use_total_pct=5.46
export IMPL_syn_inst=94
export IMPL_firstDrtPassIters=4
export IMPL_synth_area_yosys_sq_um=754
export IMPL_finalHoldViolCount=0
export IMPL_rr_worst_depth=2
export IMPL_hpwl_um=1520
export IMPL_synth_top_area_share_pct=17.9
export IMPL_slew_viol_final=0
export IMPL_dpl_cell_area_sq_um=1030
export IMPL_post_place_ws_ns=0.0665
export IMPL_fill_cells=362
export IMPL_common_cells="buf_4 (18), o21ai_0 (8), nand2b_1 (7), nor2_1 (7)"
export IMPL_wl_um=1890
export IMPL_die_w_um=80
export IMPL_cp_slowest_cell="clkdlybuf4s50_1"
export IMPL_fmax_ghz=0.338
export IMPL_die_h_um=80
export IMPL_period_needed_ns=2.96
export IMPL_first_iter_violations=24
export IMPL_maxCapViolCount=0
export IMPL_antenna_found_initial=0
export IMPL_grt_pass1_wl_um=2900
export IMPL_min_path_type="flip-flop to flip-flop"
export IMPL_coreArea_sq_um=3420
export IMPL_ys_cells=94
export IMPL_tool_warnings=36
export IMPL_fp_util_pct=22.1
export IMPL_area_growth_synth_to_final_pct=41.0
export IMPL_finalNonFillerCells=161
export IMPL_grt_pass1_vias=598
export IMPL_wl_per_cell_um=11.7
export IMPL_fin_util_pct=31.1
export IMPL_ys_flop_type="dfrtp_1"
export IMPL_vdd_drop_max_uv=186
export IMPL_relSlewSlack_pct=58.1
export IMPL_r2r_slack_ns=2.03
export IMPL_cp_start_kind="input pin"
export IMPL_fin_hold_ws_ns=0.366
export IMPL_drive_gt1_share_pct=11.3
export IMPL_rows=21
export IMPL_path_cells="clkdlybuf4s50_1, inv_1, ha_1, or2_2, a21oi_1, o21ai_0, clkdlybuf4s50_1"
export IMPL_setup_violations=0
export IMPL_cts_tree="built"
export IMPL_worstPathRequired_ns=2.48
export IMPL_diodes=0
export IMPL_worstHoldEndpoint="dut.load_sync1"
export IMPL_clkLatencyLatePin_ns=0.25
export IMPL_postCtsHoldBufs=0
export IMPL_clock_skew_ns=0.00535
export IMPL_cp_max_fo=4
export IMPL_die_area_sq_um=6400
export IMPL_root_buffer="clkbuf_4"
export IMPL_async_flop_share_pct=75.0
export IMPL_cpPeakStageDelay_ns=0.48
export IMPL_pin_count=41
export IMPL_grt_start_max_net_pins=16
export IMPL_ant_nets=0
export IMPL_worstSetupPathType="input pin to output port"
export IMPL_worstSetupEndpointType="output port"
export IMPL_cts_max_level=1
export IMPL_overflow=0
export IMPL_synth_area_sq_um=754
export IMPL_min_from="dut.load_sync0"
export IMPL_drcViolationCount=0
export IMPL_tightest_slew_ns=0.627
export IMPL_synth_seq_share_pct=25.4
export IMPL_rsz0062_at_grt="no"
export IMPL_edf_count=0
export IMPL_top_area_cell="buf_4"
export IMPL_vias=688
export IMPL_dp_cells=157
export IMPL_synth_top_cell_by_count="buf_4"
export IMPL_cp_common_cell="clkdlybuf4s50_1"
export IMPL_reg2reg_from="dut.state[3]"
export IMPL_io_buffer_count=33
export IMPL_fin_setup_tns_ns=0
export IMPL_avgSynthCellArea_sq_um=8.03
export IMPL_yosys_warnings=2
export IMPL_p_per_area_nw_per_um2=230
export IMPL_clk_pin_slew_ns=0.05
export IMPL_arrival_ns=2.34
export IMPL_setup_ws_ns=0.140
export IMPL_cts_buffers=3
export IMPL_r2r_end="dut.state[4]"
export IMPL_cts_sinks=8
export IMPL_hold_depth=0
export IMPL_numSynthFlops=8
export IMPL_via_per_inst=4.27
export IMPL_synthTopCellsByArea="buf_4 (18%), dfrtp_1 (17%), ha_1 (10%)"
export IMPL_power_uw=244
export IMPL_p_leak_nw=0.444
export IMPL_place_congestion=0.803
export IMPL_fin_crit_sh_pct=95.5
export IMPL_stdcell_area_sq_um=1060
export IMPL_clockBufferDepth=2
export IMPL_ys_types=27
## where the power goes
| part | switching, mW | internal [mW] | leakage, nW |
|---|---|---|---|
| Sequential | 0.00150 | 0.106 | 0.0916 |
| Combinational | 0.0253 | 0.0285 | 0.337 |
| Clock | 0.0337 | 0.0491 | 0.0150 |
## repair_timing
item | CTS | global route
endpoints found under the hold margin | 0 | 0
endpoints found under the setup margin | 0 | 5
resized | 0 | 3
setup buffers | 0 | 0
## cells by family (layout without fill, tap and decap cells)
| logic type | count (synthesis) | after routing | share of synthesized area, % |
|---|---|---|---|
| compound gates | 24 | 24 | 19.6 |
| fa+ha+maj | 6 | 6 | 9.95 |
| buf+inv | 25 | 46 | 21.4 |
| flops | 8 | 8 | 25.4 |
| other cells | 1 | 1 | 0.497 |
| simple gates | 30 | 30 | 23.2 |
## state kept, by name (all words and copies together) (netlist names)
name and cells:
dut.state 6, dut.load_sync0 1, dut.load_sync1 1
## critical path: cells and delay by family
kind            cells  cell delay, ns
buf+inv             3            1.01
simple gates        1            0.27
compound gates      2            0.24
fa+ha+maj           1            0.19
## cell type report
type / count / area (sq um) / share of cell area (%)
Clock buffer: 4 / 26.3 / 2.47
Inverter: 5 / 18.8 / 1.76
Multi-Input combinational cell: 61 / 407 / 38.2
Sequential cell: 8 / 191 / 18.0
Tap cell: 46 / 57.6 / 5.41
Timing Repair Buffer: 37 / 363 / 34.1
## metal layers
layer	vias up	share of wire [%]	wire (um)	global-route usage [%]
met1	301	43	805	7.25
met5	-	0	0	0
met4	0	0	0	0
li1	347	-	-	-
met3	0	23	429	4.20
met2	40	35	655	7.22
## worst max-delay path by stage
stage / startpoint / end / slack [ns] / depth (start not counted)
after CTS: SW[3] / HEX0[4] / 0.04 / 5
after global routing: SW[1] / HEX0[0] / 0.02 / 7
final: SW[1] / HEX0[3] / 0.14 / 7
## layout by cell type, fill, tap and decap left out, drive strengths merged
| cell | n |
|---|---|
| nor4 | 1 |
| nor2b | 3 |
| a21oi | 6 |
| clkdlybuf4s50 | 32 |
| clkbuf | 4 |
| dlymetal6s2s | 1 |
| a22o | 1 |
| and2 | 1 |
| or2b | 1 |
| nand2 | 3 |
| o22ai | 1 |
| buf | 4 |
| dfrtp | 5 |
| a31oi | 2 |
| or3b | 2 |
| nand4 | 2 |
| inv | 5 |
| nor2 | 7 |
| or2 | 3 |
| ha | 6 |
| dfxtp | 2 |
| conb | 1 |
| nand2b | 7 |
| a21o | 2 |
| dfstp | 1 |
| a221o | 1 |
| o31ai | 2 |
| a41o | 1 |
| o21ai | 8 |
No activity file was given, so power comes from the tool's default toggle rates.
