$ cat ./run.sh
#!/bin/bash
# OpenROAD 26Q1-2900-gdf79404cd8, Yosys 0.63+post, stock flow scripts
make -C /OpenROAD-flow-scripts/flow DESIGN_CONFIG=/design/flow/config.mk WORK_HOME=/design/flow/orfs finish
$ cat ./config.mk
export PLATFORM = sky130hd
export DESIGN_NAME = counter_wr
export DESIGN_NICKNAME = counter_wr
export VERILOG_FILES = /design/flow/design.v
export SDC_FILE = /design/flow/constraint.sdc
export NUM_CORES = 4
export LEC_CHECK = 1
export CORE_UTILIZATION = 40
$ cat ./constraint.sdc
current_design counter_wr

set clk_period 7.2
set clk_io_pct 0.2

create_clock -name clk0 -period $clk_period [get_ports {MAX10_CLK1_50}]

set non_clock_inputs [all_inputs -no_clocks]
set_input_delay [expr $clk_period * $clk_io_pct] -clock clk0 $non_clock_inputs
set_output_delay [expr $clk_period * $clk_io_pct] -clock clk0 [all_outputs]
$ cat ./design.v
module BCD_4Displays #(parameter N_in = 10, N_out = 7) (
    input [N_in - 1:0] bcd_in,
    output [N_out - 1:0] D_un, D_de, D_ce, D_mi,
    output [3:0] unidades, decenas, centenas, millares
);
    assign unidades = bcd_in % 10;
    assign decenas = (bcd_in / 10) % 10;
    assign centenas = (bcd_in / 100) % 10;
    assign millares = (bcd_in / 1000) % 10;
    BCD_module Unidades (
        .bcd_in(unidades), 
        .bcd_out(D_un)
    );
    BCD_module Decenas (
        .bcd_in(decenas), 
        .bcd_out(D_de)
    );
    BCD_module Centenas (
        .bcd_in(centenas), 
        .bcd_out(D_ce)
    );
    BCD_module Millares (
        .bcd_in(millares), 
        .bcd_out(D_mi)
    );
endmodule
module BCD_module (
	input  [3:0] bcd_in,
	output reg [6:0] bcd_out
);
	always @(*) 
		begin
			case (bcd_in)
				4'b0000:bcd_out = ~7'b1111110;
				4'b0001:bcd_out = ~7'b0110000;
				4'b0010:bcd_out = ~7'b1101101;
				4'b0011:bcd_out = ~7'b1111001;
				4'b0100:bcd_out = ~7'b0110011;
				4'b0101:bcd_out = ~7'b1011011;
				4'b0110:bcd_out = ~7'b1011111;
				4'b0111:bcd_out = ~7'b1110000;
				4'b1000:bcd_out = ~7'b1111111;
				4'b1001:bcd_out = ~7'b1111011;
				default:bcd_out = ~7'b0000000;
			endcase
		end
endmodule
module clock_divider #(parameter FREQ = 1) (
    input clk,
    input rst,
    output reg clk_div
);
    parameter CLK_FREQ = 50000000;
    parameter COUNT_MAX = (CLK_FREQ / (2 * FREQ));
    reg [31:0] count;
    always @(posedge clk)
        begin
            if (rst == 1'b1)
                begin
                    count <= 32'b0;
                end
            else if (count == COUNT_MAX - 1)
                begin
                    count <= 32'b0;
                end
            else
                begin
                    count <= count + 1;
                end
        end
    always @(posedge clk)
        begin
            if (rst == 1'b1)
                begin
                    clk_div <= 1'b0;
                end
            else if (count == COUNT_MAX - 1)
                begin
                    clk_div <= ~clk_div;
                end
        end
endmodule
module counter #(parameter CMAX = 100) (
    input clk,
    input rst,
    input load,
    input up_down,
    input [13:0] data_in,
    output reg [13:0] count
);
    always @(posedge clk)
        begin
            if (rst)
                begin
                    count <= 0;
                end
            else if (load)
                begin
                    count <= data_in;
                end
            else if (up_down)
                begin
                    if (count == CMAX)
                        count <= 0;
                    else
                        count <= count + 1;
                end
            else
                begin
                    if (count == 0)
                        count <= CMAX;
                    else
                        count <= count - 1;
                end
        end
endmodule
module counter_wr (
    input MAX10_CLK1_50,
    input [1:0] KEY,
    input [13:0] SW,
    output [0:6] HEX0,
    output [0:6] HEX1,
    output [0:6] HEX2,
    output [0:6] HEX3
);
    wire rst;
    wire load;
    wire up_down;
    wire slow_clk;
    wire [13:0] data_in;
    wire [13:0] count_value;
    assign rst = ~KEY[0];
    assign load = ~KEY[1];
    assign up_down = SW[13];
    assign data_in = SW;
    clock_divider #(.FREQ(1)) clk_div (
        .clk(MAX10_CLK1_50), 
        .rst(rst), 
        .clk_div(slow_clk)
    );
    counter #(.CMAX(100)) counter (
        .clk(slow_clk), 
        .rst(rst), 
        .load(load), 
        .up_down(up_down), 
        .data_in(data_in), 
        .count(count_value)
    );
    BCD_4Displays display (
        .bcd_in(count_value), 
        .D_un(HEX0), 
        .D_de(HEX1), 
        .D_ce(HEX2), 
        .D_mi(HEX3)
    );
endmodule
==> flow_summary.ini <==
; synthesis and place-and-route metrics
[setup_path]
critPathMaxFanout = 32
path_class = in2reg
cp.arrival_ns = 2.73
cp-end-kind = flop
crit_required_ns = 7.35
crit_family = buffers and inverters
crit_chain = clkdlybuf4s50_1 -> nand2b_1 -> buf_4 -> nor2_1
start_kind = input port
crit_path_max_incr_delay_ns = 0.68
path_buffers = 2
slowest_stage = clkdlybuf4s50_1

[min_path]
holdCritPathClass = reg2reg

[routing]
wl_mm = 15.9
drt-pass1-iter-count = 5
diodes = 0
wire_per_inst_um = 15.1
drc = 0
num_vias = 6139
vias_per_cell = 5.82
ant_nets = 0
first_iter_violations = 576

[floorplanning]
fp_util = 0.411
io_pins = 45
core_area_sq_um = 15200
die_w_um = 127
chipArea_sq_um = 16100
die_y_um = 127
std_cell_rows = 45

[clocking]
ctsHoldBuffers = 0
cts_made_buffers = 5
cts_tree = done
cts_htree_levels = 2
cts-resized-gates = 0
clkTransAtPathRegs_ns = 0.05
insertion_delay_ns = 0.27
cts_buffer_depth = 2
cts.root.buffer_cell = clkbuf_16
post_cts_buffers = 0

[pwr]
power.switching_mw = 0.0881
ir_drop_v = 0.000173
seqPwrFrac = 0.403
switching_share = 0.191
intPower_mw = 0.374
pwr-share-clk = 0.526
powerDensity_nw_per_um2 = 67.1
power_frac_comb = 0.071
p_leak_nw = 2.54
fin_total_pwr_mw = 0.462

[yosys]
synthSimpleGateAreaFrac = 0.285
yosys_area_sq_um = 6250
ys_cells = 856
fa_ha_area_frac = 0.0756
edf_count = 0
synth-main-ff-cell = dfxtp_1
ys_sh_xor = 0.0841
avgSynthCellArea_sq_um = 7.30
ys_seq_frac = 0.150
ys_sh_aoi = 0.304
yosysWarningCount = 4
synthTopLogicFamily = AND-OR/OR-AND gates
synthCells = 856
synth_cell_types = 106
synth.cell_area_sq_um = 6250
synthMuxAreaShare = 0.0384
ys.flops = 47
async_reset_ff_frac = 0

[timing]
finClkSkew_ns = 0.00388
period_minus_slack_ns = 2.58
tightestPinTransition_ns = 0.876
slew_headroom = 0.416
untimed_endpoints = 39
setup_viol = 0
finalClockPeriodUsage = 0.358
hold_viol = 0
setup_ws_ns = 4.62
unclocked_pins = 14
finalSetupTns_ns = 0
slew_violations = 0
rsz0062_at_grt = false
max_freq_mhz = 388

[global_routing]
grt_pass1_wl_mm = 26.7
grt_pass1_vias = 5377
grtUsageTotal = 0.200
grt_overflow = 0
grt_max_degree = 36
antenna_found_initial = 0

[placement]
dp.cells = 1046
dp_hpwl_mm = 12.0
place_ws_ns = 4.33
placement.io_buffers = 41
gp_congestion = 0.878

[finish]
most-common-layout-cells = nor2_1, nand2_1, a21oi_1, o21ai_0, dfxtp_1
final_common_cell = nor2_1
drive_above_1_share = 0.0774
area_delta_synth_final_pct = 10.0
final_cells = 1054

[run]
cap_violations = 0
tool_warnings = 47

[run_status]
run_status = complete, no violations
state kept, by name, summed over array words and instances, names as in the netlist:
name	cells
clk_div.count	32
counter.count	14
clk_div.clk_div	1
through the flow:
| stage | util | hold slack (ns) | cell area, sq um |
|---|---|---|---|
| floorplan | - | 0.430 | 6260 |
| global placement | 0.441 | 0.446 | 6710 |
| detailed placement | 0.441 | 0.462 | 6710 |
| CTS | 0.453 | 0.473 | 6880 |
| global route | 0.453 | 0.492 | 6880 |
| finish | 0.453 | 0.468 | 6880 |
layer usage:
layer | global-route usage | wire [um]
met3 | 0.0137 | 662
met5 | 0 | 0
met1 | 0.325 | 8110
met4 | 0.0322 | 238
met2 | 0.298 | 6860
power by group through the flow:
stage                 logic [mW]  registers, mW  clock network (mW)
final                     0.0329          0.186               0.243
after global routing      0.0361          0.186               0.255
after CTS                 0.0332          0.186               0.248
worst paths after layout:
kind / startpoint / to / slack, ns / cells past startpoint
max: KEY[0] / clk_div.count[24] / 4.62 / 4
min: clk_div.count[0] / clk_div.count[0] / 0.47 / 1
max reg2reg: clk_div.count[2] / clk_div.count[31] / 4.70 / 10
min reg2reg: clk_div.count[0] / clk_div.count[0] / 0.47 / 1
Yosys cell counts, types with 18 or more instances:
cell,count,area share
a21oi_1,54,0.043
clkbuf_1,23,0.014
dfxtp_1,47,0.15
ha_1,37,0.074
inv_1,28,0.017
mux2i_1,18,0.029
nand2_1,82,0.049
nand3_1,39,0.031
nor2_1,95,0.057
nor3_1,29,0.023
o21ai_0,49,0.039
xnor2_1,27,0.038
xor2_1,28,0.039
logic make-up after synthesis:
kind of cell | Yosys count
simple gates | 354
compound gates | 254
mux | 23
other cells | 2
xor+xnor | 57
fa+ha+maj | 38
buf+inv | 81
flops | 47
cell type report:
cell class	count	area (sq um)
inverter	32	120
sequential	47	941
fill	1540	8320
multi-input combinational	729	4930
clock inverter	1	30.0
timing repair buffer	50	478
clock buffer	7	143
tap	188	235
Power figures rest on the tool's default switching activity, not on a simulated workload.
