==> ./design.v <==
module BCD_4Displays #(parameter N_in = 10, N_out = 7) (
    input [N_in - 1:0] bcd_in,
    output [N_out - 1:0] D_un, D_de, D_ce, D_mi,
    output [3:0] unidades, decenas, centenas, millares
);
    assign unidades = bcd_in % 10;
    assign decenas = (bcd_in / 10) % 10;
    assign centenas = (bcd_in / 100) % 10;
    assign millares = (bcd_in / 1000) % 10;
    BCD_module Unidades (
        .bcd_in(unidades), 
        .bcd_out(D_un)
    );
    BCD_module Decenas (
        .bcd_in(decenas), 
        .bcd_out(D_de)
    );
    BCD_module Centenas (
        .bcd_in(centenas), 
        .bcd_out(D_ce)
    );
    BCD_module Millares (
        .bcd_in(millares), 
        .bcd_out(D_mi)
    );
endmodule
module BCD_4Displays_W (
    input  [9:0] SW,
    output [6:0] HEX0, HEX1, HEX2, HEX3
);
    BCD_4Displays WRAP (
        .bcd_in(SW), 
        .D_un(HEX0), 
        .D_de(HEX1), 
        .D_ce(HEX2), 
        .D_mi(HEX3)
    );
endmodule
module BCD_module (
	input  [3:0] bcd_in,
	output reg [6:0] bcd_out
);
	always @(*) 
		begin
			case (bcd_in)
				4'b0000:bcd_out = ~7'b1111110;
				4'b0001:bcd_out = ~7'b0110000;
				4'b0010:bcd_out = ~7'b1101101;
				4'b0011:bcd_out = ~7'b1111001;
				4'b0100:bcd_out = ~7'b0110011;
				4'b0101:bcd_out = ~7'b1011011;
				4'b0110:bcd_out = ~7'b1011111;
				4'b0111:bcd_out = ~7'b1110000;
				4'b1000:bcd_out = ~7'b1111111;
				4'b1001:bcd_out = ~7'b1111011;
				default:bcd_out = ~7'b0000000;
			endcase
		end
endmodule
==> ./run.sh <==
#!/bin/bash
# OpenROAD 26Q1-2900-gdf79404cd8, Yosys 0.63+post, stock flow scripts
make -C /OpenROAD-flow-scripts/flow DESIGN_CONFIG=/design/flow/config.mk WORK_HOME=/design/flow/orfs finish
==> ./config.mk <==
export PLATFORM = sky130hd
export DESIGN_NAME = BCD_4Displays_W
export DESIGN_NICKNAME = BCD_4Displays_W
export VERILOG_FILES = /design/flow/design.v
export SDC_FILE = /design/flow/constraint.sdc
export NUM_CORES = 4
export LEC_CHECK = 1
export CORE_AREA = 10 10 84 84
export DIE_AREA = 0 0 94 94
==> ./constraint.sdc <==
current_design BCD_4Displays_W

set clk_period 10.8
set clk_io_pct 0.2

create_clock -name clk0 -period $clk_period

set non_clock_inputs [all_inputs -no_clocks]
set_input_delay [expr $clk_period * $clk_io_pct] -clock clk0 $non_clock_inputs
set_output_delay [expr $clk_period * $clk_io_pct] -clock clk0 [all_outputs]
==> results_dict.tcl <==
# metrics dict for downstream scripts
set metrics [dict create \
    dp_hpwl_um 10000 \
    fp_util 0.787 \
    syn_area_um2 4100 \
    grt_max_degree 33 \
    error_line "[ERROR DPL-0036] Detailed placement failed." \
    place_congestion 1.18 \
    topCellsByArea "ha_1 (8.5%), a21oi_1 (7.2%), nor2_1 (6.0%), nand2_1 (5.4%), o21ai_0 (5.1%)" \
    ys_cells 625 \
    yosysUniqueCellTypes 108 \
    yosysTopAreaCell "ha_1" \
    die_w_um 94 \
    rows 26 \
    dpl_cell_area_um2 4740 \
    numPortBuffers 35 \
    ys_area_um2 4100 \
    worstEpCategory "primary output" \
    worst_endpoint "HEX1[1]" \
    status "aborted with a tool error" \
    synth_seq_share 0 \
    yosysWarnings 1 \
    synth_cells 625 \
    top_area_frac 0.0855 \
    num_io_pins 38 \
    die_h_um 94 \
    haltStage "5_1_grt" \
    syn_avg_cell_area_um2 6.56 \
]
-- synth_stat cells, types with 4 or more instances --
| cell type | number |
|---|---|
| nor4_1 | 7 |
| buf_1 | 5 |
| nand2b_1 | 12 |
| nand3_1 | 23 |
| or2_2 | 10 |
| inv_2 | 4 |
| inv_1 | 26 |
| clkbuf_1 | 16 |
| xnor2_1 | 12 |
| buf_2 | 13 |
| a21oi_1 | 59 |
| o21ai_0 | 42 |
| ha_1 | 28 |
| o211ai_1 | 10 |
| o31ai_1 | 5 |
| nor2_1 | 66 |
| o21bai_1 | 4 |
| nand2_1 | 59 |
| mux2i_1 | 11 |
| o221ai_1 | 5 |
| nand4_1 | 6 |
| o311ai_0 | 4 |
| nor2b_1 | 5 |
| nor3_1 | 11 |
| buf_4 | 8 |
| a32o_1 | 4 |
| o22ai_1 | 10 |
| nor3b_1 | 4 |
| buf_6 | 5 |
| a31oi_1 | 17 |
| a311oi_1 | 5 |
| a211oi_1 | 5 |
| a21o_1 | 5 |
| and3_1 | 5 |
-- metrics by stage --
step,hold slack [ns],instances,setup TNS (ns),setup slack (ns)
after floorplan,4.50,626,0,0.516
after global placement,5.56,746,0,0.00347
after detailed placement,5.60,746,-2.09,-0.342
after CTS,5.60,753,0,0.00302
-- cell families after synthesis --
| group | count (synthesis) | synth area share |
|---|---|---|
| and+or+nand+nor | 241 | 0.316 |
| xor gates and xnor gates | 13 | 0.0278 |
| adders and majority gates | 33 | 0.0983 |
| buffers and inverters | 81 | 0.0971 |
| muxes | 15 | 0.0397 |
| AOI/OAI and AO/OA | 240 | 0.420 |
| other | 2 | 0.00183 |
-- timing repair --
action                                  CTS
gates resized                            26
buffers inserted                          7
hold buffers                              0
pin swaps                                15
cloned                                    0
hold endpoints to repair                  0
endpoints found under the setup margin    7
